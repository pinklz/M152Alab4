==> ./design.v <==
`timescale 1ns / 1ps
module board(
    input clk,              
    input reset,            
    input pause,
    input [9:0] x_initial,  
    input move_left,        
    input move_right,       
    input [9:0] screen_width,  
    input [9:0] paddle_width,   
    input [9:0] y_initial,
    input [9:0] current_x,
    input move_clk,
    output start_out,
    output reg [9:0] x_pos  
);
reg start = 1;
reg s;
wire [9:0] left_limit = 0;
wire [9:0] right_limit = screen_width - paddle_width;
always @(posedge clk) begin
    if (reset || start) begin
        x_pos <= x_initial;
        s <= 0;
    end
    if (s == 0) begin
        if (!pause) begin
               if (move_left ) begin 
                   x_pos <= x_pos - 1;  
               end
               else if (move_right) begin 
                   x_pos <= x_pos + 1;  
               end
           end else begin
               x_pos <= x_pos;
           end
    end
    else begin
        s <= 0;     
        if (!pause) begin
           if (move_left ) begin 
               x_pos <= x_pos - 1;  
           end
           else if (move_right) begin 
               x_pos <= x_pos + 1;  
           end
       end else begin
           x_pos <= x_pos;
       end
    end
end
assign start_out = s;
endmodule
==> ./run.sh <==
#!/bin/bash
# OpenROAD 26Q1-2900-gdf79404cd8, Yosys 0.63+post, stock flow scripts
make -C /OpenROAD-flow-scripts/flow DESIGN_CONFIG=/design/flow/config.mk WORK_HOME=/design/flow/orfs finish
==> ./config.mk <==
export PLATFORM = sky130hd
export DESIGN_NAME = board
export DESIGN_NICKNAME = board
export VERILOG_FILES = /design/flow/design.v
export SDC_FILE = /design/flow/constraint.sdc
export NUM_CORES = 4
export LEC_CHECK = 1
export CORE_AREA = 10 10 84 84
export DIE_AREA = 0 0 94 94
==> ./constraint.sdc <==
current_design board

set clk_period 3.4
set clk_io_pct 0.2

create_clock -name clk0 -period $clk_period [get_ports {clk}]

set non_clock_inputs [all_inputs -no_clocks]
set_input_delay [expr $clk_period * $clk_io_pct] -clock clk0 $non_clock_inputs
set_output_delay [expr $clk_period * $clk_io_pct] -clock clk0 [all_outputs]
==> results.yml <==
# flow metrics
routing:
  avgRoutedWirePerCell_um: 12.47
  route.detailed.drc: 0
  drt.antenna.violating_nets: 0
  insertedDiodeCount: 0
  number_of_drc_violations_after_detailed_routing_iteration_0: 66
  dr_total_vias: 780
  via_per_inst: 4.105
  routed_wl_um: 2370
  first_pass_iters: 4
synth:
  synth_area_per_cell_sq_um: 9.078
  yosys_register_bits: 10
  flop_cell: "edfxtp_1"
  synthTopCellsByArea: "edfxtp_1, xnor2_1, nand2_1, nor2_1, inv_1"
  instance_count_of_the_mapped_netlist: 98
  yosys_warning_total: 1
  ys_cells: 98
  synth_cell_types: 46
  syn-cell-area_sq_um: 889.6
  yosys.stat.chipArea_sq_um: 889.6
  edf_count: 10
  post-synth-top-area-cell: "edfxtp_1"
  synth.yosys.seq_area_share_pct: 33.76
  synth_async_sr_flop_share_pct: 0
  synth.top_cell.area_share_pct: 33.76
final_layout:
  nFillCells: 591
  drive_above_1_share_pct: 9.167
  layout.cells.non_filler: 190
  area_delta_synth_final_pct: 37.83
  ff_latch_area_sq_um: 300.3
  regMostFlops: "x_pos"
  logic_area_sq_um: 525.5
  max_reg_flops: 10
  biggestRegsByFlops: "x_pos (10)"
power:
  power.density_cell_area_nw_per_um2: 330.3
  vdd_ir_drop_max_mv: 0.1607
  static-leakage-power_nw: 0.4166
  design_power_total_w: 0.0004051
setup_path:
  critical_path_sink_type: "flip-flop"
  endpoint_required_time_on_the_critical_path_ps: 3380
  critPathArrivalTime_ps: 2160
  worst-path-max-fanout: 14
  r2r_slack_ps: 1580
  worst-setup-path-type: "primary input to flip-flop"
  startpoint_class_of_the_critical_path: "primary input"
clock_tree:
  cts.htree.levels: 1
  clock_path_buffers: 2
  tritoncts: "yes"
  ctsHoldBuffers: 0
  clk_pin_slew_ps: 50
  tritoncts_buffers: 3
  post_cts.repair.setup_buffers: 0
  post_cts_resize_count: 0
  worstSkewPairLatency_ps: 240
  ctsRootBufferMaster: "clkbuf_8"
  clock_sinks: 10
sta:
  report.final.setup_viol: 0
  tightest_slew_ps: 537.2
  period_used_pct: 64.26
  timing.clock.skew_ps: 5.662
  hold-worst-slack_ps: 780.8
  finalHoldViolations: 0
  final-max-slew-violation-count: 0
  final_critical_path_time_including_i_o_delays_and_setup_ps: 2185
  worst_slew_margin_rel_pct: 64.11
  setup_tns_ps: 0
  achievable-frequency_mhz: 457.7
  grt_setup_unrepaired: "no"
place:
  dp.cells: 187
  place.detailed.hpwl_um: 1809
  port-buffer-count: 23
  finalWeightedCongestion: 0.8393
die:
  core_region_area_sq_um: 5205
  chip_area_sq_um: 8836
  rows: 26
  core_util_floorplan_pct: 17.09
  die.size.y_um: 94
  die-width_um: 94
  num_io_pins: 67
flow_run:
  timing.max_cap.violations: 0
  tool_warnings: 68
global_routing:
  initial_antenna_violation_count: 0
  grt.overflow.total: 0
  first_global_vias: 795
  maximum_number_of_pins_on_one_net_before_global_route_repair: 21
  wire_length_of_the_first_global_routing_pass_um: 3884
  grtUsageTotal_pct: 5.455
run_status:
  result_of_the_run: "completed"
min_path:
  hold_path_class: "flip-flop to flip-flop"
[Yosys cell counts, types with 2 or more instances]
cell type	count
edfxtp_1	10
nand2_1	8
nor2_1	8
inv_1	7
nand3_1	4
xnor2_1	4
a211oi_1	3
a21oi_1	3
nand2b_1	3
and2_1	2
buf_2	2
ha_1	2
mux2i_1	2
nand3_2	2
nor2b_1	2
nor3_1	2
nor3_2	2
nor4b_1	2
o21ai_0	2
xor2_1	2
[metrics by stage]
step	utilization (%)	cell area, sq um	setup WS [ps]
2_1_floorplan	-	889.6	1765
3_3_place_gp	22.76	1185	957.7
3_5_place_dp	22.76	1185	958.1
4_1_cts	23.56	1226	1207
5_1_grt	23.56	1226	1047
6_report	23.56	1226	1215
[final cells by class]
type	count	share of cell area [%]
multi-input combinational	75	42.86
clock buffer	3	3.367
timing repair buffer	25	20.00
tap	70	7.143
sequential	10	24.49
inverter	7	2.143
[cell usage in the layout, fill, tap and decap left out, types with 2 or more instances in the layout]
master,Yosys,routed
a211oi_1,3,3
a21oi_1,3,3
and2_1,2,2
buf_4,1,2
clkbuf_8,0,3
clkdlybuf4s50_1,0,23
edfxtp_1,10,10
ha_1,2,2
inv_1,7,7
mux2i_1,2,2
nand2_1,8,8
nand2b_1,3,3
nand3_1,4,4
nand3_2,2,2
nor2_1,8,8
nor2b_1,2,2
nor3_1,2,2
nor3_2,2,2
nor4b_1,2,2
o21ai_0,2,2
xnor2_1,4,4
xor2_1,2,2
[routing by layer]
| metal | share of wire, % | GRT usage (%) |
|---|---|---|
| met1 | 51 | 8.095 |
| met2 | 40 | 7.661 |
| met3 | 7.9 | 2.100 |
| met4 | 0.55 | 0.2532 |
| met5 | 0 | 0 |
[where the power goes]
group          switching [W]  internal (W)  leakage, nW
Clock              0.0000485     0.0000778       0.0216
Sequential         0.0000232      0.000152       0.0973
Combinational      0.0000411     0.0000622        0.298
Total               0.000113      0.000292        0.417
[final timing paths]
kind / startpoint / endpoint / depth (start not counted)
max reg2reg: x_pos[0] / x_pos[4] / 6
min reg2reg: x_pos[0] / x_pos[0] / 1
max: move_right / x_pos[8] / 6
min: x_pos[0] / x_pos[0] / 1
[worst max-delay path: stages]
cell             delay [ps]
clkdlybuf4s50_1         450
buf_4                   190
nor2b_1                 480
nand2_1                 100
mux2i_1                 190
a211oi_2                 60
[cells by family (layout without fill, tap and decap cells)]
| family | count (synthesis) | count (layout) | share of synthesized area (%) |
|---|---|---|---|
| compound gates | 23 | 23 | 20.26 |
| xor+xnor | 6 | 6 | 5.907 |
| fa+ha+maj | 2 | 2 | 2.812 |
| buf+inv | 13 | 35 | 7.173 |
| flops | 10 | 10 | 33.76 |
| mux | 2 | 2 | 2.250 |
| other cells | 1 | 1 | 0.4215 |
| simple gates | 41 | 41 | 27.43 |
Power and IR drop assume default switching activity.
