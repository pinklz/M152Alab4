==> ./design.v <==
`timescale 1ns / 1ps
module seven(
    input wire [3:0] dig,
    output wire [6:0] seven_seg_display
);
reg[6:0] seven_segment;
always @ (*) begin
    case(dig)
        4'h0: seven_segment = 7'b1000000;
        4'h1: seven_segment = 7'b1111001;
        4'h2: seven_segment = 7'b0100100;
        4'h3: seven_segment = 7'b0110000;
        4'h4: seven_segment = 7'b0011001;
        4'h5: seven_segment = 7'b0010010;
        4'h6: seven_segment = 7'b0000010;
        4'h7: seven_segment = 7'b1111000;
        4'h8: seven_segment = 7'b0000000;
        4'h9: seven_segment = 7'b0010000;
        default:
            seven_segment = 7'b1111111;
    endcase
    end
assign seven_seg_display = seven_segment;
endmodule
==> ./run.sh <==
#!/bin/bash
# OpenROAD 26Q1-2900-gdf79404cd8, Yosys 0.63+post, stock flow scripts
make -C /OpenROAD-flow-scripts/flow DESIGN_CONFIG=/design/flow/config.mk WORK_HOME=/design/flow/orfs finish
==> ./config.mk <==
export PLATFORM = sky130hd
export DESIGN_NAME = seven
export DESIGN_NICKNAME = seven
export VERILOG_FILES = /design/flow/design.v
export SDC_FILE = /design/flow/constraint.sdc
export NUM_CORES = 4
export LEC_CHECK = 1
export CORE_AREA = 10 10 70 70
export DIE_AREA = 0 0 80 80
==> ./constraint.sdc <==
current_design seven

set clk_period 1.0
set clk_io_pct 0.2

create_clock -name clk0 -period $clk_period

set non_clock_inputs [all_inputs -no_clocks]
set_input_delay [expr $clk_period * $clk_io_pct] -clock clk0 $non_clock_inputs
set_output_delay [expr $clk_period * $clk_io_pct] -clock clk0 [all_outputs]
==> summary.txt <==
Results of an implementation run.

The flow ran to the end, but the final reports show violations. The checks that failed: setup timing. The count of clock-net buffers in the final layout is 0.

The width of the die is 80 um. The share of post-route cells with drive strength above 1 is 0.667. Across every metal layer, demand over resource in global routing totals 0.0263. The die footprint is between 0.006 and 0.007 sq mm. The critical path is of the in2out type. The slowest stage cell on the critical path is or2b_1. The final number of hold-violating endpoints is 0.

The cell sequence reported for the critical path is buf_6 > buf_6 > or2b_1 > buf_6 > a21oi_4 > a31oi_1 > buf_2. Across all layers, the routed design uses 282 vias. The static leakage is 0.000221 uW. The count of max-cap constraint violations is 0. The via count of the first global-routing pass was 299. The residual DRC count is 0. According to the floorplan log, the row count is 21. The net switching power in the latest report is 75.7 uW. The core outline area is 0.00342 sq mm.

The final number of setup-violating endpoints is 7. The total cell area reported by yosys after synthesis is 210 sq um. Note, the detailed placer reported a final HPWL of ~570 um. The layout report lists the combined flip-flop and latch area as 0 sq um.

Of the total power, the share spent switching nets is 0.419. 11 I/O pins were placed. The area share of the largest cell type after synthesis is 0.298.

For the finished layout, the period the worst path requires is between 1 and 1.5 ns. By area the synthesized netlist is led by ha_1, o21ai_0, nand2b_1, nor2_1, buf_6. The final timing summary puts the cycle share of the worst path at 1.32.

The final antenna diode count is 0. For this block, the initial DRC count from the detailed router was 12. The completed layout was analyzed and its total power is around 180 uW.

The internal power is 105 uW. The share of the core area taken by cells at floorplan is 0.0615. The mean cell area of the mapped netlist is 6.37 sq um. Along the worst path, the maximum fanout reaches 4. The number of buffer and inverter stages on the critical path is 4. The routed design shows a via density per instance of 2.82. The number of port buffers is 11. Nets still carrying antenna violations after routing amount to 0. The yosys cell count is 33. The synthesized netlist contains 13 unique library cells. The startpoint type of the worst setup path is a primary input. The peak per-stage delay on the critical path is 0.24 ns. From synthesis to final layout, the design area changed by 142%. The required time of the critical path is 0.80 ns.

For this run, the number of Yosys warnings is 1. The final worst setup slack is -0.319 ns. The cell count after placement is 95. The final weighted congestion in routability-driven placement is 0.753. The count of final max-slew check failures is 0. The biggest area consumer among synthesized cells is ha_1. The pre-antenna-repair detailed-routing pass consisted of 3 iterations. Per the power-grid run, VDD falls by no more than about 53 uV. The count of placed standard cells in the final layout, fillers left out is 100. The largest net degree at the start of global routing is 11.

After detailed routing, the total wire length is 789 um. The power density normalized to cell area is 355 mW/mm^2. The highest clock rate this design can be run at is ~0.76 GHz.

Per the post-synthesis report, the number of cells in the design is 33. There are 0 flip-flops and latches. Setup repair after global routing could not meet its margin everywhere.

The post-placement worst setup slack is -1.04 ns. The kind of capture point of the worst setup path is a primary output. Looking at the max-slew report, the worst-margin pin has a slew of 0.275 ns. For this run the aggregate overflow at the end of global routing stands at 0. In this design, the largest share of critical-path delay is due to buffers and inverters. Data arrives at the worst endpoint at 1.12 ns. The power report attributes to the sequential group a share of 0.

The height of the chip is 80 um. In this run the tools logged warnings totalling 38. Of the total power, combinational logic draws 1.000. The initial antenna violation count is 0.

The first-pass GRT wire length is 1390 um. By instance count, the cell type seen most on the critical path is buf_6. The synthesized cell area is approximately 210 sq um. The post-detailed-route wirelength per cell is roughly 8 um. The max-slew check reports its worst relative slack as 0.817. The total negative setup slack is -1.53 ns. The worst hold-check path type is in2out. The share of total power dissipated in the clock network is 0. The share of the yosys chip area belonging to registers is 0.
[routing by layer]
metal / GRT usage / part of all wire / wire [um] / up-vias
met5: 0 / 0 / 0 / -
met4: 0 / 0 / 0 / 0
met3: 0.00227 / 0.037 / 29 / 0
met2: 0.0441 / 0.47 / 371 / 6
met1: 0.0376 / 0.49 / 387 / 126
li1: - / - / - / 150
[stage by stage]
stage                     area [sq um]  hold WS [ns]   util
after global placement             414          1.58  0.121
after global routing               509         0.876  0.149
after floorplan                    210         0.488      -
after CTS                          499         0.861  0.146
final                              509         0.833  0.149
after detailed placement           414          1.56  0.121
[Yosys cell counts]
library cell	number
ha_1	5
nand2b_1	4
a21oi_1	2
nor2_1	5
a31oi_1	1
o21ai_0	6
buf_6	1
inv_1	3
a21oi_2	1
buf_2	1
or2_1	1
or2b_1	1
nand2_1	2
[tightest hold or removal path, delay by kind of cell]
| family | cells | cell delay, ns |
|---|---|---|
| AOI/OAI and AO/OA | 1 | 0.05 |
| buffers and inverters | 2 | 0.29 |
| and+or+nand+nor | 1 | 0.09 |
[layout by cell type, fill, tap and decap left out]
| cell | count |
|---|---|
| a31oi_1 | 1 |
| buf_6 | 6 |
| o21ai_1 | 3 |
| buf_2 | 8 |
| ha_2 | 1 |
| or2b_1 | 1 |
| nand2b_4 | 2 |
| or2_4 | 1 |
| inv_1 | 1 |
| o21ai_0 | 1 |
| a21oi_2 | 1 |
| nand2_2 | 1 |
| a21oi_4 | 1 |
| nor2_1 | 4 |
| buf_8 | 1 |
| inv_2 | 2 |
| o21ai_2 | 2 |
| nand2_1 | 1 |
| nand2b_1 | 2 |
| buf_4 | 7 |
| a21oi_1 | 1 |
| ha_4 | 2 |
| dlygate4sd2_1 | 1 |
| ha_1 | 2 |
| nor2_4 | 1 |
[power groups by stage]
stage,Combinational (uW),Clock (uW),Sequential (uW)
after CTS,173,0,0
after global routing,205,0,0
final,181,0,0
[final timing paths]
path | start | to | slack [ns] | cells after the start
setup / recovery | dig[1] | seven_seg_display[3] | -0.32 | 7
hold / removal | dig[2] | seven_seg_display[4] | 0.83 | 4
[kinds of logic (layout without fill, tap and decap cells)]
| group | Yosys count | in the layout | synth area share |
|---|---|---|---|
| buffers and inverters | 5 | 26 | 0.131 |
| AND-OR/OR-AND | 10 | 10 | 0.262 |
| adder cells (fa/ha/maj) | 5 | 5 | 0.298 |
| AND/OR/NAND/NOR | 13 | 13 | 0.310 |
[area by class of cell]
| cell class | instances | area (sq um) |
|---|---|---|
| fill | 392 | 2910 |
| inverter | 3 | 11.3 |
| multi-input combinational | 28 | 256 |
| tap | 46 | 57.6 |
| timing repair buffer | 23 | 184 |
[timing repair]
item | in CTS | in global routing
pin swaps | 10 | 5
buffers inserted | 5 | 0
hold buffers | 0 | 0
hold endpoints to repair | 0 | 0
setup endpoints to repair | 7 | 7
resized | 58 | 8
Power is estimated from default activity; no workload was simulated.
